<file path="design/flow/design.v">
module fa (
    input a, b, ci,
    output sum, carry
);
    wire a_xor_b, a_nand_b, xor_nand_ci;
    xor (a_xor_b, a, b);   
    xor (sum, a_xor_b, ci); 
    nand (a_nand_b, a, b);          
    nand (xor_nand_ci, a_xor_b, ci);
    nand (carry, a_nand_b, xor_nand_ci);
endmodule
module mult4x4 (InA, InB, Product);
    input [3:0] InA;
    input [3:0] InB;
    output [7:0] Product;
    wire pp30, pp20, pp10, pp00;
    wire pp31, pp21, pp11, pp01;
    wire pp32, pp22, pp12, pp02;
    wire pp33, pp23, pp13, pp03;
    wire [4:0] carry0, carry1, carry2, carry3; 
    wire [3:0] sum1, sum2, sum3;
    and (pp00, InA[0], InB[0]);
    and (pp10, InA[1], InB[0]);
    and (pp20, InA[2], InB[0]);
    nand (pp30, InA[3], InB[0]);
    and (pp01, InA[0], InB[1]);
    and (pp11, InA[1], InB[1]);
    and (pp21, InA[2], InB[1]);
    nand (pp31, InA[3], InB[1]);
    and (pp02, InA[0], InB[2]);
    and (pp12, InA[1], InB[2]);
    and (pp22, InA[2], InB[2]);
    nand (pp32, InA[3], InB[2]);
    nand (pp03, InA[0], InB[3]);
    nand (pp13, InA[1], InB[3]);
    nand (pp23, InA[2], InB[3]);
    and (pp33, InA[3], InB[3]);
    fa fa00 (.a(pp00), .b(1'b0), .ci(1'b0), .sum(Product[0]), .carry(carry0[0]));
    fa fa10 (.a(pp10), .b(1'b0), .ci(1'b0), .sum(sum1[0]), .carry(carry1[0]));
    fa fa20 (.a(pp20), .b(1'b0), .ci(1'b0), .sum(sum2[0]), .carry(carry2[0]));
    fa fa30 (.a(pp30), .b(1'b0), .ci(1'b0), .sum(sum3[0]), .carry(carry3[0]));
    fa fa01 (.a(pp01), .b(carry0[0]), .ci(sum1[0]), .sum(Product[1]), .carry(carry0[1]));
    fa fa11 (.a(pp11), .b(carry1[0]), .ci(sum2[0]), .sum(sum1[1]), .carry(carry1[1]));
    fa fa21 (.a(pp21), .b(carry2[0]), .ci(sum3[0]), .sum(sum2[1]), .carry(carry2[1]));
    fa fa31 (.a(pp31), .b(carry3[0]), .ci(1'b0), .sum(sum3[1]), .carry(carry3[1]));
    fa fa02 (.a(pp02), .b(carry0[1]), .ci(sum1[1]), .sum(Product[2]), .carry(carry0[2]));
    fa fa12 (.a(pp12), .b(carry1[1]), .ci(sum2[1]), .sum(sum1[2]), .carry(carry1[2]));
    fa fa22 (.a(pp22), .b(carry2[1]), .ci(sum3[1]), .sum(sum2[2]), .carry(carry2[2]));
    fa fa32 (.a(pp32), .b(carry3[1]), .ci(1'b0), .sum(sum3[2]), .carry(carry3[2]));
    fa fa03 (.a(pp03), .b(carry0[2]), .ci(sum1[2]), .sum(Product[3]), .carry(carry0[3]));
    fa fa13 (.a(pp13), .b(carry1[2]), .ci(sum2[2]), .sum(sum1[3]), .carry(carry1[3]));
    fa fa23 (.a(pp23), .b(carry2[2]), .ci(sum3[2]), .sum(sum2[3]), .carry(carry2[3]));
    fa fa33 (.a(pp33), .b(carry3[2]), .ci(1'b0), .sum(sum3[3]), .carry(carry3[3]));
    fa fa04 (.a(carry0[3]), .b(sum1[3]), .ci(1'b1), .sum(Product[4]), .carry(carry0[4]));
    fa fa14 (.a(carry1[3]), .b(sum2[3]), .ci(carry0[4]), .sum(Product[5]), .carry(carry1[4]));
    fa fa24 (.a(carry2[3]), .b(sum3[3]), .ci(carry1[4]), .sum(Product[6]), .carry(carry2[4]));
    fa fa34 (.a(carry3[3]), .b(1'b1), .ci(carry2[4]), .sum(Product[7]), .carry(carry3[4]));
endmodule
</file>
<file path="design/flow/run.sh">
#!/bin/bash
# OpenROAD 26Q1-2900-gdf79404cd8, Yosys 0.63+post, stock flow scripts
make -C /OpenROAD-flow-scripts/flow DESIGN_CONFIG=/design/flow/config.mk WORK_HOME=/design/flow/orfs finish
</file>
<file path="design/flow/config.mk">
export PLATFORM = sky130hd
export DESIGN_NAME = mult4x4
export DESIGN_NICKNAME = mult4x4
export VERILOG_FILES = /design/flow/design.v
export SDC_FILE = /design/flow/constraint.sdc
export NUM_CORES = 4
export LEC_CHECK = 1
export CORE_AREA = 10 10 70 70
export DIE_AREA = 0 0 80 80
</file>
<file path="design/flow/constraint.sdc">
current_design mult4x4

set clk_period 4.2
set clk_io_pct 0.2

create_clock -name clk0 -period $clk_period

set non_clock_inputs [all_inputs -no_clocks]
set_input_delay [expr $clk_period * $clk_io_pct] -clock clk0 $non_clock_inputs
set_output_delay [expr $clk_period * $clk_io_pct] -clock clk0 [all_outputs]
</file>
==> results.txt <==
run status: complete, but fails checks
failing checks: negative setup slack
Flop pwr share: 0%
Total Power: 97.3 uW
worst-path fanout max: 3
fin crit period: 4.24 ns
Starting DRT DRC Count: 1
Yosys chip area: 398 sq um
Core ar.: 0.00342 sq mm
Hold Crit Class: in2out
drt drc: 0
area share of the largest cell type after synthesis: 40.3%
flip-flops: 0
ys cells: 48
Ports: 16
layout cells sized above 1: 45.8%
Highest Signal Layer: met3
total setup buffers inserted after CTS: 0
Synth Seq Share: 0%
Synth area leader: fa_1
# port buffers: 16
DP Worst Slack: -0.888 ns
Max Cap Viol: 0
hpwl dp: 809 um
ratio of final minimum period to clock period: 101%
initial antenna violation count: 0
RSZ-0062 raised after global routing: true
die height: 80 um
wire length on met1: 468 um
Met2 Routed Length: 298 um
mapped cell area: 398 sq um
Final Hold Vio Count: 0
CP Class: in2out
worst vdd ir: 0.0535 mV
number of global-route vias before repair: 354
Mapped Avg Cell Area: 8.29 sq um
Detailed Routing Iterations Pass 1: 2
Post-synth area hogs: fa_1 40%, buf_4 15%, and2_1 14%, ha_1 13%, inv_1 11%
final worst slack: -0.0388 ns
cts hold-fix bufs: 0
fmax: 0.236 GHz
final cell count without fillers: 105
combinational share of power: 100.0%
FP Rows: 21
pin count of the biggest net entering global routing: 5
Final GP Congestion: 0.773
Yosys Warn Count: 0
max-slew violation count: 0
gr usage total: 3.03%
Avg WL per Cell: 8.10 um
P_leak: 0.000264 uW
sw frac: 38.7%
pwr dens: 165 mW/mm^2
Post-synth top cells: 12 x inv_1, 9 x and2_1, 8 x buf_4, 8 x fa_1, 7 x nand2_1
Final ANT Viol Nets: 0
setup violators final: 1
Post-DP Area: 578 sq um
Mapped Cells: 48
Least-Margin Pin Slew: 0.143 ns
Clk network pwr share: 0%
Max transition margin: 90.4%
first-pass GRT wire length: 1610 um
Distinct cells, synth: 6
Die Width: 80 um
area growth from synthesis to layout: 48.4%
diodes inserted: 0
CP Capture Type: output pin
arrival time at the worst endpoint: 3.40 ns
Pint: 59.7 uW
post-route cell area: 591 sq um
Reg area: 0 sq um
DR vias/cell: 2.82
CP required: 3.36 ns
routed wl met3: 84 um
NetSw: 37.7 uW
die area: 0.00640 sq mm
count leader, synth: inv_1
via count: 296
Log Warnings: 34
Layout clock buffers: 0
placed cell count: 105
CP startpoint kind: input port
FP Core Util: 11.6%
Overflow after GRT: 0
DRT Wirelength: 851 um
worst max-delay path, stage by stage:
cell and delay (ns):
buf_6 0.10, and2_4 0.15, ha_4 0.25, inv_2 0.03
fa_2 0.52, inv_2 0.04, fa_2 0.32, inv_2 0.07
ha_4 0.12, inv_2 0.03, fa_2 0.33, fa_2 0.52
buf_2 0.09
cell families (layout without fill, tap and decap cells):
logic type	after synthesis	in the layout	synth area share (%)
buf+inv	20	31	26.4
simple gates	16	16	20.8
fa+ha+maj	12	12	52.8
per-stage QoR:
stage	setup TNS [ns]	hold WS, ns	util [%]
finish	-0.0388	2.24	17.3
global placement	-2.31	2.73	16.9
global route	-0.149	2.30	17.3
detailed placement	-2.39	2.72	16.9
floorplan	0	1.86	-
CTS	-0.125	2.23	17.5
per-layer routing:
metal  track usage [%]  up-vias
li1                  -      150
met2              4.25       12
met1              4.61      134
met4                 0        0
met3              1.02        0
met5                 0        -
timing repair:
item / CTS / global route
resized: 43 / 6
gates cloned: 0 / 0
pin swaps: 8 / 7
endpoints found under the setup margin: 4 / 3
hold endpoints to repair: 0 / 0
final cells by class:
type / count / area (sq um)
fillers: 396 / 2830
inverters: 12 / 45.0
multi-input cells: 28 / 335
well taps: 46 / 57.6
repair buffers: 19 / 153
cell usage in the layout (no fill, tap or decap):
cell | netlist | final
buf_2 | 0 | 4
clkdlybuf4s50_1 | 0 | 6
fa_1 | 8 | 3
nand2_2 | 0 | 1
clkbuf_2 | 0 | 2
fa_2 | 0 | 5
inv_1 | 12 | 5
buf_4 | 8 | 3
inv_2 | 0 | 7
dlygate4sd2_1 | 0 | 2
buf_6 | 0 | 2
ha_4 | 0 | 2
and2_1 | 9 | 8
and2_4 | 0 | 1
nand2_1 | 7 | 6
ha_1 | 4 | 2
power by group through the flow:
stage | sequential [uW] | combinational (uW) | clock [uW]
4_1_cts | 0 | 103 | 0
5_1_grt | 0 | 119 | 0
6_report | 0 | 97.3 | 0
final timing paths:
path	startpoint	to	cells past startpoint
max	InA[2]	Product[6]	13
min	InA[3]	Product[6]	4
Power figures rest on the tool's default switching activity, not on a simulated workload.
