==> flow/design.v <==
module seq_detect (D_IN, CLK, RST, MATCH);
    input CLK, RST, D_IN;
    output MATCH;
    reg match_enable_internal;
    wire [7:0] shift_reg_out;
    parameter PATTERN = 8'b11010101;
    shift_register shift_reg (
        .clk(CLK),
        .rst(RST),
        .shift(1'b1),
        .load(1'b0),
        .dir(1'b0),
        .data(8'b00000000), 
        .ser_in(D_IN),
        .q(shift_reg_out)
    );
    always @(posedge CLK) begin
        if (RST) begin
            match_enable_internal <= 1'b0;
        end else begin
            match_enable_internal <= 1'b1;        
        end
    end
    assign MATCH = match_enable_internal && (shift_reg_out == PATTERN);
endmodule
module shift_register (
    input clk,
    input rst,
    input shift,
    input load,
    input dir,
    input [7:0] data,
    input ser_in,
    output reg [7:0] q
);
    always @(posedge clk) begin
        if (rst) begin
            q <= 8'b00000000;
        end else if (load) begin
            q <= data;  
        end else if (shift) begin
            if (dir) begin
                q <= {ser_in, q[7:1]};
            end else begin
                q <= {q[6:0], ser_in};
            end
        end
    end
endmodule
==> flow/run.sh <==
#!/bin/bash
# OpenROAD 26Q1-2900-gdf79404cd8, Yosys 0.63+post, stock flow scripts
make -C /OpenROAD-flow-scripts/flow DESIGN_CONFIG=/design/flow/config.mk WORK_HOME=/design/flow/orfs finish
==> flow/config.mk <==
export PLATFORM = sky130hd
export DESIGN_NAME = seq_detect
export DESIGN_NICKNAME = seq_detect
export VERILOG_FILES = /design/flow/design.v
export SDC_FILE = /design/flow/constraint.sdc
export NUM_CORES = 4
export LEC_CHECK = 1
export CORE_AREA = 10 10 70 70
export DIE_AREA = 0 0 80 80
==> flow/constraint.sdc <==
current_design seq_detect

set clk_period 1.0
set clk_io_pct 0.2

create_clock -name clk0 -period $clk_period [get_ports {CLK}]

set non_clock_inputs [all_inputs -no_clocks]
set_input_delay [expr $clk_period * $clk_io_pct] -clock clk0 $non_clock_inputs
set_output_delay [expr $clk_period * $clk_io_pct] -clock clk0 [all_outputs]
==> run summary <==
run metrics: status finished with violations, failing checks negative setup slack, max_cap viols 0, crit path DRT 0.80 ns, hold_buf cts 0, clock slew at reported path FFs 0.06 ns, worst setup margin -0.280 ns, RSZ-0062 raised after global routing yes, Yosys cell types 6, crit start category flip-flop, first-pass GRT wire length 745 microns, Die Span X 80 microns, P_leak 0.126 nW, layout cell share with drive strength beyond 1 17.2%, Placed Instance Area 353 sq um, Worst Tran Pin Value 0.272 ns, Final Cycle Share 128%, core area 3420 sq um, Syn Area/Cell 12.1 sq um, ys async rst share 0%, dpl cells 71, P per Cell Area 1760 nW/um^2, crit path kind flip-flop to output pin, maximum number of pins on one net before global-route repair 10, Seq/Total Area, Yosys 67.9%, Via density 2.04, Syn Inst Count 22, drt first-iter violations 1, CTS root buffer clkbuf_4, initial antenna violation count 0, Latency at later pin 0.26 ns, CP Max Fanout 2, Post-Layout Cell Count 75, htree depth 1, Clock Tree Buf Depth 2, Yosys top cell by area dfxtp_1, GRT met3 Usage 1.70%, n_diodes 0, Chip Height 80 microns, Seq. cell area 180 sq um, Final setup violation count 1, Design Area, Final 374 sq um, grt peak-use layer met2, Tool Warnings 27, ys flop type dfxtp_1, DR pass1 iterations 2, Die Area 6400 sq um, Worst Setup End Kind output pin, worst vdd ir 0.733 mV, Comb area 81.3 sq um, Final min period 1.28 ns, setup_tns -0.280 ns, Hold Fails Final Rpt 0, vias in the first global route 186, setup bufs post-CTS 0, CTS buffer count 3, Yosys reg bits 9, number of cells in Yosys stat 22, Area Overhead vs Synth 41.0%, IO Pins 4, grt total ovfl 0, Rows 21, Port Buf Inserts 3, wire per inst 5.20 microns, Layout fillers 401, skew final 0.00194 ns, Ys Warns 2, Detailed Route WL 390 microns, post-synth top area share 67.9%, DRC Markers 0, DR vias 153, Sink Count 9, GRT Total Usage 1.53%, HP Class flip-flop to flip-flop, f_max 781 MHz, Slew Viols, Final 0, most frequent cell after synthesis dfxtp_1, met2 Use GR 1.85%, CTS tree built, M1 GR Usage 1.82%, top cells by count 9 x dfxtp_1, 8 x nor2b_1, 2 x nand2_1, GPL Wtd Cong 0.616, Pre-Place Util 7.77%, Rel. slew slack 81.8%, number of enable flip-flop cells 0, Chip Area, Yosys 265 sq um, top cells, area dfxtp_1 68%, nor2b_1 19%, nor4_2 4.7%, nand4bb_1 4.2%, nand2_1 2.8%, Critical Path AT 1.08 ns, Detail Route Antenna Nets 0, Synth Cell Area 265 sq um
## stage by stage
stage	worst slack (ns)	hold WS (ns)	util, %	power (mW)
after detailed placement	-0.504	0.452	10.3	0.396
after global routing	-0.384	0.480	11.0	0.698
after global placement	-0.487	0.438	10.3	0.396
after CTS	-0.329	0.465	11.0	0.677
final	-0.280	0.461	11.0	0.659
after floorplan	0.179	0.257	-	0.383
## critical path, cell delays in order (launching register included)
cell,delay (ns)
dfxtp_1,0.30
nand4bb_1,0.21
nor4_2,0.17
buf_2,0.14
## final timing paths
check,startpoint,end,slack [ns],cells past startpoint
worst max-delay path,shift_reg.q[1],MATCH,-0.28,3
worst min-delay path,shift_reg.q[1],shift_reg.q[2],0.46,1
worst max register to register,shift_reg.q[5],shift_reg.q[6],0.44,1
worst min register to register,shift_reg.q[1],shift_reg.q[2],0.46,1
## sequential cells by signal, summed over array words and instances (netlist names)
register and cells:
shift_reg.q 8, match_enable_internal 1
## kinds of logic after synthesis
logic type             count (synthesis)  share of synthesized area, %
buffers and inverters                  1                          1.41
AND/OR/NAND/NOR                       12                          30.7
flip-flops                             9                          67.9
## placed cells by master (no fill, tap or decap)
| cell type | count |
|---|---|
| clkbuf_4 | 3 |
| dfxtp_1 | 9 |
| nor4_2 | 1 |
| inv_1 | 1 |
| nand4bb_1 | 1 |
| clkbuf_1 | 1 |
| nand2_1 | 2 |
| clkdlybuf4s50_1 | 2 |
| buf_2 | 1 |
| nor2b_1 | 8 |
## metal layers
layer  vias up  share of wire (%)
met1        64                 55
met5         -                  0
met2         7                 29
met4         0                  0
met3         0                 15
li1         82                  -
## area by class of cell
cell class              instances  area share, %
inverters                       1           1.00
flip-flops and latches          9           48.2
well taps                      46           15.4
multi-input cells              12           21.7
repair buffers                  3           6.69
clock buffers                   4           7.02
## where the power goes
| group | leakage, nW | switching, mW | internal (mW) |
|---|---|---|---|
| Sequential | 0.0735 | 0.00311 | 0.367 |
| Clock | 0.0150 | 0.118 | 0.153 |
| Combinational | 0.0380 | 0.00669 | 0.0113 |
## timing repair
action / 4_1_cts / 5_1_grt
gates resized: 3 / 0
pin swaps: 2 / 0
cloned: 0 / 0
endpoints found under the hold margin: 0 / 0
setup endpoints to repair: 1 / 1
Power and IR drop assume default switching activity.
