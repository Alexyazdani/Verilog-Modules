### ./run.sh
#!/bin/bash
# OpenROAD 26Q1-2900-gdf79404cd8, Yosys 0.63+post, stock flow scripts
make -C /OpenROAD-flow-scripts/flow DESIGN_CONFIG=/design/flow/config.mk WORK_HOME=/design/flow/orfs finish
### ./config.mk
export PLATFORM = sky130hd
export DESIGN_NAME = fpmul
export DESIGN_NICKNAME = fpmul
export VERILOG_FILES = /design/flow/design.v
export SDC_FILE = /design/flow/constraint.sdc
export NUM_CORES = 4
export LEC_CHECK = 1
export CORE_UTILIZATION = 30
### ./constraint.sdc
current_design fpmul

set clk_period 33.1
set clk_io_pct 0.2

create_clock -name clk0 -period $clk_period

set non_clock_inputs [all_inputs -no_clocks]
set_input_delay [expr $clk_period * $clk_io_pct] -clock clk0 $non_clock_inputs
set_output_delay [expr $clk_period * $clk_io_pct] -clock clk0 [all_outputs]
### ./design.v
module fpmul (InA, InB, Result);
    input [31:0] InA, InB;
    output reg [31:0] Result;
    reg SA, SB, SR;                      
    reg [7:0] ExpA, ExpB, ExpR;          
    reg [22:0] FracA, FracB, FracR;      
    reg [47:0] FracZ;                    
    always @(*) begin
        SA = InA[31];
        SB = InB[31];
        ExpA = InA[30:23];
        ExpB = InB[30:23];
        FracA = InA[22:0];
        FracB = InB[22:0]; 
        SR = SA ^ SB;
        FracZ = {1'b1, FracA} * {1'b1, FracB};
        ExpR = ExpA + ExpB;
        ExpR = ExpR - 127;
        ExpR = FracZ[47] ? ExpR + 1 : ExpR;
        FracR = FracZ[47] ? FracZ[46:24] : FracZ[45:23];
        Result = {SR, ExpR[7:0], FracR};
    end
endmodule
==> flow_summary.yaml <==
# implementation run metrics
outcome:
  status: "finished, final reports clean"
hold_path:
  hold_depth: 3
  holdPathEnd: "Result[31]"
  hp-start: "InB[31]"
  min_path_type: "input port to primary output"
global_route:
  grt_pass1_vias: 15100
  track_usage: 0.171
  grt_max_degree: 36
  grt_pass1_wl_mm: 81.1
  globalRoute.totalOverflow: 0
  antenna_found_initial: 0
worst_setup_path:
  worstPathMaxFanout: 16
  cpPeakStageDelay_ns: 0.96
  crit_arrival_ns: 15.64
  crit_start: "InB[8]"
  cp_slowest_cell: "clkdlybuf4s50_1"
  crit_required_ns: 26.48
  end_kind: "primary output"
  cp-start-kind: "input port"
  worstSetupPathType: "input port to primary output"
  cp_common_cell: "fa_1"
synth:
  topCellsByArea: "fa_1 (51%), ha_1 (12%), inv_1 (12%)"
  ys_warn_count: 1
  synth_stat.cells: 2151
  synth_area_sq_mm: 0.0190
  synth_top_area_share: 0.507
  yosysTopAreaCell: "fa_1"
  synthDistinctLibCells: 60
  synthesis.instances: 2151
  avgSynthCellArea_sq_um: 8.84
  ys_seq_share: 0
  yosys-stat-area_sq_mm: 0.0190
final_timing:
  tns_ns: 0
  rsz0062_at_grt: "no"
  max_freq_mhz: 44.9
  fin_ws_ns: 10.84
  period_minus_slack_ns: 22.26
  tightestPinTransition_ns: 0.867
  hold_slack_ns: 14.16
  setup_viol: 0
  relSlewSlack: 0.416
  hold_viol_final: 0
  drv_slew: 0
  period_used_share: 0.673
finish:
  fillers: 6281
  drive_gt1_frac: 0.0296
  clock_buffers: 0
  syn_to_final_growth_pct: 10.2
  lay_top_count: "inv_1"
  combGateArea_sq_mm: 0.0164
  ff_count: 0
  final_util: 0.337
  register_area_sq_um: 0
  lay_top_cells: "inv_1 (592), fa_1 (482), nand2_1 (288), and2_1 (238), ha_1 (183)"
  fin_cells: 3030
  fin_area_sq_mm: 0.0210
flow_run:
  tool_warnings: 33
  drv_cap: 0
route:
  num_antenna_cells: 0
  vias_per_cell: 4.52
  drc_errors: 0
  drtIter0Drc: 433
  firstDrtPassIters: 5
  ant_nets: 0
  wirelength_mm: 48.7
  dr_total_vias: 13700
  post_drt_wl_per_cell_um: 16.1
floorplanning:
  die_area_sq_mm: 0.0644
  fp_util: 0.306
  num_io_pins: 96
  coreArea_sq_mm: 0.0622
  row_count: 91
  die_w_um: 254
  die_h_um: 254
placed_design:
  dp_cells: 3030
  place_ws_ns: 10.95
  place_congestion: 0.908
  dpl_cell_area_sq_mm: 0.0210
  hpwl_mm: 39.2
  portBuffers: 96
cts:
  post-cts-setup-buffer-count: 0
  cts_resized: 0
  hold_buffers: 0
-- layer usage --
metal  share of wire  track usage  vias to the layer above
met3            0.11       0.0782                       50
li1                -            -                     6268
met1            0.41        0.229                     6830
met5               0            0                        -
met4           0.022       0.0281                        0
met2            0.46        0.264                      544
-- critical path: cells and delay by family --
kind            cells  cell delay (ns)
fa+ha+maj           8             3.69
compound gates      6             2.31
buf+inv             9             2.18
simple gates        2             0.41
mux                 1             0.28
xor+xnor            1             0.14
-- how the worst max path moves through the flow --
stage / end / slack, ns / cells past startpoint
after CTS: Result[26] / 10.92 / 27
after global routing: Result[26] / 10.43 / 27
final: Result[18] / 10.84 / 27
-- kinds of logic after synthesis --
logic type | synth area share
compound gates | 0.0442
mux | 0.0136
simple gates | 0.158
fa+ha+maj | 0.628
buf+inv | 0.138
xor+xnor | 0.0193
-- area by class of cell --
type,instances,share of cell area
multi-input combinational,1460,0.782
inverter,594,0.106
timing repair buffer,139,0.0612
tap,837,0.0500
-- synthesized netlist by cell type, drive strengths merged, types with 3 or more instances --
| master | count |
|---|---|
| a31oi | 5 |
| and2 | 238 |
| ha | 183 |
| xor2 | 17 |
| o21ai | 21 |
| inv | 592 |
| nand4 | 7 |
| nand3 | 4 |
| fa | 482 |
| clkbuf | 92 |
| mux2i | 4 |
| o21a | 4 |
| nor3 | 3 |
| xnor2 | 25 |
| a21o | 28 |
| nand2b | 4 |
| and3 | 4 |
| buf | 5 |
| a21oi | 41 |
| nand2 | 288 |
| nor2 | 49 |
| o21bai | 5 |
| mux2 | 16 |
